==> design/flow/design.v <==
`timescale 1ns / 1ps
module cam_read #(
		parameter AW = 15  
		)(
		input pclk,	 
		input rst,	 
		input vsync,	 
		input href,	 
		input [7:0] px_data,	 
		input btnP,	 
		output reg [AW-1:0] mem_px_addr = 0,	 
		output reg [7:0]  mem_px_data = 0,	 
		output reg px_wr = 0,	 
		output reg [7:0] Row,	 
		output reg [7:0] Pixel	 
   );
reg [0:0] vsync_old = 1;	 
reg [2:0] position = 0;		 
reg pic = 0;			 
reg [7:0] crow = 0;		 
reg [7:0] cpixel = 0;		 
always @ (posedge btnP) begin		 
	pic = pic + 1;
end
always @ (posedge vsync) begin		 
	Row = crow;
	Pixel = cpixel;
end
always @ (posedge pclk) begin		 
	case(position)
			0: begin 	 
					if (!pic) begin
						mem_px_addr = 15'b111111111111111;	 
						crow = 0;				 
						if (!vsync && vsync_old) position = 1;	 
					end
				end
			1: begin 	 
					if (vsync && !vsync_old) position = 0;		 
					if (href) begin					 
						crow = crow + 1;			 
						cpixel = 0;				 
						px_wr <= 0;				 
						mem_px_data[7] = px_data[7];		 
						mem_px_data[6] = px_data[6];
						mem_px_data[5] = px_data[5];
						mem_px_data[4] = px_data[2];
						mem_px_data[3] = px_data[1];
						mem_px_data[2] = px_data[0];
						position = 3;
					end
				end
			2: begin 	 
					px_wr <= 0;					 
					cpixel = cpixel + 1;				 
					mem_px_addr = mem_px_addr+1;			 
					mem_px_data[7] = px_data[7];			 
					mem_px_data[6] = px_data[6];
					mem_px_data[5] = px_data[5];
					mem_px_data[4] = px_data[2];
					mem_px_data[3] = px_data[1];
					mem_px_data[2] = px_data[0];
					position = 3;
				end
			3: begin 	 
					mem_px_data[1] = px_data[4];			 
					mem_px_data[0] = px_data[3];
					px_wr <= 1;					 
					if (href)	position = 2;			 
					else			position = 1;
				end
			default: begin
							px_wr <= 0;
						end
		endcase
		vsync_old = vsync;
end
endmodule
==> design/flow/run.sh <==
#!/bin/bash
# OpenROAD 26Q1-2900-gdf79404cd8, Yosys 0.63+post, stock flow scripts
make -C /OpenROAD-flow-scripts/flow DESIGN_CONFIG=/design/flow/config.mk WORK_HOME=/design/flow/orfs finish
==> design/flow/config.mk <==
export PLATFORM = sky130hd
export DESIGN_NAME = cam_read
export DESIGN_NICKNAME = cam_read
export VERILOG_FILES = /design/flow/design.v
export SDC_FILE = /design/flow/constraint.sdc
export NUM_CORES = 4
export LEC_CHECK = 1
export CORE_UTILIZATION = 30
==> design/flow/constraint.sdc <==
current_design cam_read

set clk_period 1.5
set clk_io_pct 0.2

create_clock -name clk0 -period $clk_period [get_ports {btnP}]
create_clock -name clk1 -period $clk_period [get_ports {pclk}]
create_clock -name clk2 -period $clk_period [get_ports {vsync}]

set non_clock_inputs [all_inputs -no_clocks]
set_input_delay [expr $clk_period * $clk_io_pct] -clock clk0 $non_clock_inputs
set_output_delay [expr $clk_period * $clk_io_pct] -clock clk0 [all_outputs]
==> COMMIT_EDITMSG <==
Store results of the implementation flow

* Headroom to the max-slew limit: 78.6%
- Per STA, the highest per-stage delay on the worst path measures 310 ps.
- The run finished, with violations left.
* Chip area: 8630 µm²
* Antenna violations before repair: 0
- Synthesis handed over a netlist of 192 instances.
* Iteration-0 DRC count of the detailed router: 65
- The number of cells on the worst hold path is listed as 2.
- Registers are responsible for 35.7% of the overall power.
- Summed standard-cell area reported by yosys: 2480 µm²
- # Max-Cap Violations: 0
- Sequential cells were found to cover 65.4% of the synthesized design area.
* Worst-path maximum fanout: 2
- By instance count, the cell type seen most on the critical path is sky130_fd_sc_hd__buf_8.
- Across all layers, the routed design uses 1,950 vias.
* First-pass GRT wire length: 8.49 mm
* Top-count cell post-synth: sky130_fd_sc_hd__edfxtp_1
- In the post-synthesis netlist, the biggest area contributors are sky130_fd_sc_hd__edfxtp_1 (51%), sky130_fd_sc_hd__dfxtp_1 (15%), sky130_fd_sc_hd__ha_1 (5.0%).
- TritonRoute pass-1 iters: 4
* Seq. cell area: 1620 µm²
- Entering global routing, the biggest net connects 16 pins.
- The cell area that synthesis handed to floorplanning was 2480 µm².
- The setup path with the least slack is of type clock port to flip-flop.
- After layout, the design draws a total of 8.48 mW.
* Antenna diode instance count: 0
- Die boundary height: 92.9 µm
- The min-delay analysis places its worst path in the category clock port to flip-flop.
* Weighted congestion at the end of routability-driven global placement: 0.801
* Clock network fraction of total power: 21.0%
- Number of flops mapped to enable cells by yosys: 42
- Horiz. Die Dim: 92.9 µm
* Actual slew at the worst max-slew pin: 321 ps
- The global routing report lists combined usage of all routing layers as 12.9%.
- Proportion of synthesized flip-flops having asynchronous set or reset: 0%
- Pre-placement core utilization: 31.6%
- The final reports fail on hold timing, setup timing.
* Flop-to-flop setup slack: -280 ps
- In this run the core area contains 32 standard-cell rows.
- Cell taking the most area after synthesis: sky130_fd_sc_hd__edfxtp_1
* Ys flop type: sky130_fd_sc_hd__edfxtp_1
* Crit path launch type: clock port
- Average wire per standard cell: 12.6 µm
- Buffer and inverter count on the worst path: 4
- Total net switching power: 2.67 mW
- Origin of the worst min-delay path: vsync
- Data arrival, critical path: 1810 ps
- Of the cells placed in the final design, the portion with a size suffix greater than 1 is 37.2%.
- The power report lists cell-internal power as 5.81 mW.
* Combined area of the multi-input logic cells: 1040 µm²
- In the final report, the number of hold violations comes to 1.
* Yosys cell types: 33
* Post-synthesis area per instance: 12.9 µm²
* Cell class contributing the biggest share of worst-path delay: buffers and inverters
- For this design, the CTS-stage hold fixing added 0 buffers.
- Once detail routing completed, the nets flagged for antenna violations numbered 0.
- Yosys stat cell total: 192
* Crit-path cells: buf_8 -> buf_8 -> nand2b_4 -> a222oi_1 -> clkbuf_8 -> buf_8 -> and2_4
- Number of warning messages in the logs: 41
- Tally of filler cells in the layout: 666
- In this run the standard cell core region covers 7850 µm².
- Per the detailed-route log, wirelength across all metal layers totals 5.32 mm.
- End of the worst hold path: vsync_old
- Clock tree from TritonCTS: built
* Residual DRC: 0
* Crit path capture type: flip-flop
* Worst slack on hold paths: -98.6 ps
- For this design the static power due to leakage is 1.53 nW.
- Worst reg2reg path depth: 6
- From synthesis to final layout, the design area changed by 65.8%.
* Largest vdd supply drop: 0.732 mV
* Number of max-slew violations in the final report: 0
- Summed over all layers, the global routing overflow is 0.
- Vias in the first global route: 1,969
- The timing report shows that the slowest cell on the worst path is sky130_fd_sc_hd__a222oi_1.
- Clock-pin slew on the worst setup and hold paths: 70 ps
* RSZ-0062 raised after global routing: yes
- On the final layout, the worst clock skew is 8.91 ps.
- Final setup margin: -300 ps
- Boundary Pins: 53
* Critical R2R Launch: position[0]
* Final HPWL from detailed placement: 3.26 mm
- Fraction of post-synthesis cell area in the top cell type by area: 50.9%
- After routing, the total negative slack on setup checks comes to -2840 ps.
- Synth top cells by count: sky130_fd_sc_hd__edfxtp_1 (42), sky130_fd_sc_hd__dfxtp_1 (18), sky130_fd_sc_hd__nand2_1 (18)
- Total of warnings raised by yosys: 1
* Number of I/O port buffers: 49
- Required time of the worst setup path: 1510 ps
- Power density of the placed cells: 2060 nW/µm²
- The power report shows net switching accounting for 31.5% of the total.
- Dividing the detail-routed via count by the number of cells gives 4.62.
- The end-of-flow timing check tallies setup violations at 31.
- Yosys reported a register bit count of 60.
- Of the total power, combinational logic draws 43.3%.
==> logic make-up (layout without fill, tap and decap cells) <==
kind of cell             after synthesis  after routing  share of synthesized area (%)
buffers and inverters                 10            138                           1.87
XOR/XNOR                               9              9                           3.18
adder cells (fa/ha/maj)               10             10                           5.05
multiplexers                           6              6                           2.62
flip-flops                            60             60                           65.4
AND-OR/OR-AND                         22             22                           5.40
AND/OR/NAND/NOR                       75             75                           16.5
==> worst max-delay path by stage <==
stage,startpoint,endpoint,slack [ps],cells past startpoint
5_1_grt,position[0],flip-flop,-380,6
6_report,vsync,flip-flop,-300,7
4_1_cts,vsync,flip-flop,-400,7
==> metrics by stage <==
step	hold slack [ps]	std cells	worst slack (ps)	util (%)	cell area [µm²]
after floorplan	27.7	192	-146	-	2560
after global placement	27.7	374	-139	43.6	3420
after detailed placement	27.7	374	-139	43.6	3420
after CTS	-51.9	414	-396	50.1	3930
after global routing	-108	422	-378	52.4	4110
final	-98.6	422	-300	52.4	4110
==> power groups by stage <==
stage | Combinational [mW] | Sequential (mW) | Clock, mW
4_1_cts | 3.31 | 3.01 | 1.77
5_1_grt | 4.02 | 3.11 | 1.94
6_report | 3.67 | 3.02 | 1.78
==> worst register-to-register path: stages, from the launching register on <==
cell and delay (ps):
sky130_fd_sc_hd__edfxtp_1 450, sky130_fd_sc_hd__ha_2 230, sky130_fd_sc_hd__nor2b_1 150, sky130_fd_sc_hd__a222oi_1 260, sky130_fd_sc_hd__clkbuf_8 200, sky130_fd_sc_hd__buf_8 90
sky130_fd_sc_hd__and2_4 120
==> cell usage in the layout, fill, tap and decap left out, types with 3 or more instances in the layout <==
master / count
sky130_fd_sc_hd__buf_4: 40
sky130_fd_sc_hd__nand2b_1: 7
sky130_fd_sc_hd__xnor2_1: 4
sky130_fd_sc_hd__buf_8: 4
sky130_fd_sc_hd__nand3_2: 5
sky130_fd_sc_hd__o31ai_1: 3
sky130_fd_sc_hd__a21oi_1: 6
sky130_fd_sc_hd__dlygate4sd2_1: 10
sky130_fd_sc_hd__xor2_1: 5
sky130_fd_sc_hd__ha_2: 4
sky130_fd_sc_hd__clkbuf_1: 4
sky130_fd_sc_hd__inv_1: 4
sky130_fd_sc_hd__clkbuf_8: 12
sky130_fd_sc_hd__edfxtp_1: 42
sky130_fd_sc_hd__or4_1: 3
sky130_fd_sc_hd__mux2_4: 3
sky130_fd_sc_hd__o21ai_0: 6
sky130_fd_sc_hd__nor2_1: 11
sky130_fd_sc_hd__or4_4: 3
sky130_fd_sc_hd__dfxtp_1: 17
sky130_fd_sc_hd__nand3_1: 8
sky130_fd_sc_hd__buf_6: 19
sky130_fd_sc_hd__ha_4: 4
sky130_fd_sc_hd__nand2_1: 17
sky130_fd_sc_hd__or3_1: 5
sky130_fd_sc_hd__clkdlybuf4s50_1: 34
sky130_fd_sc_hd__o31ai_2: 3
sky130_fd_sc_hd__nor4_4: 3
==> layer usage <==
layer,global-route usage [%],part of all wire [%],up-vias
met4,4.23,2.5,0
met2,18.6,44,63
met1,18.6,46,919
li1,-,-,956
met3,5.01,7.5,12
met5,0,0,-
==> state kept, by name (all words and copies together) (netlist names), named ones only <==
signal and cells:
crow 8, mem_px_data 8, Row 8, mem_px_addr 15, pic 1, Pixel 8, vsync_old 1, px_wr 1
cpixel 8, position 1
==> cell type report <==
type	instances	share of cell area, %
Clock buffer	23	6.30
Clock inverter	1	0.122
Inverter	7	0.944
Multi-Input combinational cell	122	25.4
Sequential cell	60	39.5
Tap cell	102	3.11
Timing Repair Buffer	107	24.7
==> timing repair <==
| action | 4_1_cts | 5_1_grt |
|---|---|---|
| endpoints found under the setup margin | 59 | 63 |
| gates resized | 44 | 34 |
| pin swaps | 7 | 11 |
| buffers inserted | 21 | 9 |
| endpoints found under the hold margin | 0 | 0 |
Power is estimated from default activity; no workload was simulated.
